--- design.v ---
module adder(
    input A,
    input B,
    output Y,
    output Carry
);
    assign Y = A ^ B;
    assign Carry = A & B; 
endmodule
module eight_bit_adder (
    input [7:0] A,    
    input [7:0] B,    
    output [7:0] Sum,   
    output Cout         
);
    wire [6:0] carry;   
    full_adder FA0 (
        .A(A[0]), 
        .B(B[0]), 
        .Cin(1'b0), 
        .Sum(Sum[0]), 
        .Cout(carry[0])
    );
    genvar i;
    generate
        for (i = 1; i < 7; i = i + 1) begin : full_adders
            full_adder FA (
                .A(A[i]), 
                .B(B[i]), 
                .Cin(carry[i-1]), 
                .Sum(Sum[i]), 
                .Cout(carry[i])
            );
        end
    endgenerate
    full_adder FA7 (
        .A(A[7]), 
        .B(B[7]), 
        .Cin(carry[6]), 
        .Sum(Sum[7]), 
        .Cout(Cout)
    );
endmodule
module full_adder (
    input A,
    input B,
    input Cin,
    output Sum,
    output Cout
);
    wire S1, C1, C2;
    adder ha1 (
        .A(A),
        .B(B),
        .Y(S1),
        .Carry(C1)
    );
    adder ha2 (
        .A(S1),
        .B(Cin),
        .Y(Sum),
        .Carry(C2)
    );
    assign Cout = C1 | C2;
endmodule
--- run.sh ---
#!/bin/bash
# OpenROAD 26Q1-2900-gdf79404cd8, Yosys 0.63+post, stock flow scripts
make -C /OpenROAD-flow-scripts/flow DESIGN_CONFIG=/design/flow/config.mk WORK_HOME=/design/flow/orfs finish
--- config.mk ---
export PLATFORM = sky130hd
export DESIGN_NAME = eight_bit_adder
export DESIGN_NICKNAME = eight_bit_adder
export VERILOG_FILES = /design/flow/design.v
export SDC_FILE = /design/flow/constraint.sdc
export NUM_CORES = 4
export LEC_CHECK = 1
export CORE_AREA = 10 10 70 70
export DIE_AREA = 0 0 80 80
--- constraint.sdc ---
current_design eight_bit_adder

set clk_period 6.3
set clk_io_pct 0.2

create_clock -name clk0 -period $clk_period

set non_clock_inputs [all_inputs -no_clocks]
set_input_delay [expr $clk_period * $clk_io_pct] -clock clk0 $non_clock_inputs
set_output_delay [expr $clk_period * $clk_io_pct] -clock clk0 [all_outputs]
==> results.yml <==
# implementation run metrics
routing:
  routed_wl_um: 732
  drtIter0Drc: 2
  dr.pass1.iters: 2
  viasPerCell: 2.27
  ant_nets: 0
  detail_route.wl_per_cell_um: 8.71
  vias: 191
  drc_errors: 0
  antenna_cells_inserted: 0
sta:
  fin_crit_ns: 5.96
  maxSlewViolCount: 0
  report.final.setup_viol: 0
  hold_viol_final: 0
  max_freq_mhz: 168
  min_period_over_period_pct: 94.6
  tightest_slew_ns: 0.104
  holdWs_ns: 3.23
  grt_setup_unrepaired: "no"
  setup_ws_ns: 0.338
  relSlewSlack_pct: 93.0
synth:
  syn_area_sq_um: 231
  yosysTopAreaCellShare_pct: 60.5
  synth_warnings: 0
  yosysCellCount: 21
  synth_cells: 21
  yosys.area.top_type: "fa_1"
  yosys_area_sq_um: 231
  ys_types: 4
  postSynthSeqShare_pct: 0
  topCellsByArea: "fa_1 61%, buf_4 26%, inv_1 8.1%"
  avgSynthCellArea_sq_um: 11.0
critical_path:
  crit_required_ns: 5.04
  path_max_fanout: 1
  start_kind: "primary input"
  endpoint_kind: "output port"
  crit_path_frequent_cell: "fa_2"
  worstSetupPathType: "in -> out"
  timing.critical_path.slowest_stage_cell: "fa_2"
  path_cells: "clkdlybuf4s50_1, ha_2, fa_2, fa_2, fa_2, fa_2, fa_2, fa_2, clkdlybuf4s50_1"
  max_stage_delay_ns: 0.53
  startpoint: "A[0]"
  cp.arrival_ns: 4.70
die:
  chipWidth_um: 80
  die_y_um: 80
  die_area_sq_um: 6400
  ios: 25
  core_sq_um: 3420
  initCoreUtil_pct: 6.78
  rows: 21
place:
  dp.final_hpwl_um: 693
  place.gp.congestion: 0.800
  placed_cells: 84
  post-place-ws_ns: -0.163
  io_buffers: 25
layout:
  clkbuf_count: 0
  area_growth_pct: 117
  lay_top_count: "clkdlybuf4s50_1"
  layout-drive-gt1-share_pct: 21.1
  flops: 0
  most-common-layout-cells: "23 x clkdlybuf4s50_1, 6 x fa_2, 4 x inv_1"
  seq_area_sq_um: 0
  fin_cells: 84
global_routing:
  grt_usage_pct: 2.07
  grt_pass1_wl_um: 1060
  overflow: 0
  grt_pass1_vias: 234
  antenna_found_initial: 0
  grt_start_max_net_pins: 2
pwr:
  vdd.ir_drop.worst_uv: 28.2
  pwr_density_cell_nw_per_um2: 81.4
  p_leak_nw: 0.195
hold_path:
  hold_path_class: "in -> out"
  min-delay-start: "B[0]"
job:
  tool_warnings: 32
  cap_violations: 0
run_status:
  outcome: "completed"
[final timing paths]
path,end,slack [ns],cells past startpoint
worst max-delay path,Sum[6],0.34,9
worst min-delay path,Sum[0],3.23,3
[what timing repair did]
action | in CTS | in global routing
hold buffers | 0 | 0
buffers inserted | 0 | 0
pin swaps | 0 | 8
gates resized | 4 | 6
setup endpoints to repair | 1 | 1
[final cells by class]
type | count | area [sq um]
Inverter | 5 | 18.8
Timing Repair Buffer | 25 | 255
Fill cell | 391 | 2910
Tap cell | 46 | 57.6
Multi-Input combinational cell | 8 | 170
[synthesized netlist by cell type]
cell,instances
fa_1,7
inv_1,5
buf_4,8
ha_1,1
[per-layer routing]
layer  up-vias  GRT usage [%]  routed length [um]
li1         85              -                   -
met1        83           2.88                 330
met2        23           2.73                 238
met3         0           1.36                 164
met4         0              0                   0
met5         -              0                   0
[where the power goes]
part	internal [W]	total, W	switching (W)
Clock	0	0	0
Sequential	0	0	0
Combinational	0.0000300	0.0000408	0.0000109
Total	0.0000300	0.0000408	0.0000109
[logic make-up after synthesis]
logic type,share of synthesized area [%]
adder cells (fa/ha/maj),65.9
buffers and inverters,34.1
[worst max-delay path, delay by kind of cell]
kind	cells	cell delay (ns)
adder cells (fa/ha/maj)	7	2.56
buffers and inverters	2	0.87
[stage by stage]
| step | power, W | area, sq um | util [%] | setup TNS [ns] |
|---|---|---|---|---|
| 5_1_grt | 0.0000461 | 502 | 14.7 | 0 |
| 2_1_floorplan | 0.0000188 | 231 | - | 0 |
| 6_report | 0.0000408 | 502 | 14.7 | 0 |
| 3_5_place_dp | 0.0000399 | 479 | 14.0 | -0.163 |
| 4_1_cts | 0.0000410 | 489 | 14.3 | 0 |
| 3_3_place_gp | 0.0000401 | 479 | 14.0 | -0.158 |
Power figures rest on the tool's default switching activity, not on a simulated workload.
