## flow/run.sh

```bash
#!/bin/bash
# OpenROAD 26Q1-2900-gdf79404cd8, Yosys 0.63+post, stock flow scripts
make -C /OpenROAD-flow-scripts/flow DESIGN_CONFIG=/design/flow/config.mk WORK_HOME=/design/flow/orfs finish
```

## flow/config.mk

```make
export PLATFORM = sky130hd
export DESIGN_NAME = twos_complement
export DESIGN_NICKNAME = twos_complement
export VERILOG_FILES = /design/flow/design.v
export SDC_FILE = /design/flow/constraint.sdc
export NUM_CORES = 4
export LEC_CHECK = 1
export CORE_AREA = 10 10 70 70
export DIE_AREA = 0 0 80 80
```

## flow/constraint.sdc

```tcl
current_design twos_complement

set clk_period 2.4
set clk_io_pct 0.2

create_clock -name clk0 -period $clk_period

set non_clock_inputs [all_inputs -no_clocks]
set_input_delay [expr $clk_period * $clk_io_pct] -clock clk0 $non_clock_inputs
set_output_delay [expr $clk_period * $clk_io_pct] -clock clk0 [all_outputs]
```

## flow/design.v

```verilog
module adder(
    input A,
    input B,
    output Y,
    output Carry
);
    assign Y = A ^ B;
    assign Carry = A & B; 
endmodule
module full_adder (
    input A,
    input B,
    input Cin,
    output Sum,
    output Cout
);
    wire S1, C1, C2;
    adder ha1 (
        .A(A),
        .B(B),
        .Y(S1),
        .Carry(C1)
    );
    adder ha2 (
        .A(S1),
        .B(Cin),
        .Y(Sum),
        .Carry(C2)
    );
    assign Cout = C1 | C2;
endmodule
module twos_complement(
    input [7:0] Input,   
    output [7:0] Output  
);
    wire [7:0] ones_comp;
    wire [7:0] sum;       
    wire [7:0] carry;     
    assign ones_comp = ~Input;
    full_adder fa0(
        .A(ones_comp[0]),
        .B(1'b1),          
        .Cin(1'b0),       
        .Sum(sum[0]),
        .Cout(carry[0])
    );
    full_adder fa1(
        .A(ones_comp[1]),
        .B(1'b0),          
        .Cin(carry[0]),    
        .Sum(sum[1]),
        .Cout(carry[1])
    );
    full_adder fa2(
        .A(ones_comp[2]),
        .B(1'b0),          
        .Cin(carry[1]),    
        .Sum(sum[2]),
        .Cout(carry[2])
    );
    full_adder fa3(
        .A(ones_comp[3]),
        .B(1'b0),          
        .Cin(carry[2]),    
        .Sum(sum[3]),
        .Cout(carry[3])
    );
    full_adder fa4(
        .A(ones_comp[4]),
        .B(1'b0),         
        .Cin(carry[3]),   
        .Sum(sum[4]),
        .Cout(carry[4])
    );
    full_adder fa5(
        .A(ones_comp[5]),
        .B(1'b0),          
        .Cin(carry[4]),   
        .Sum(sum[5]),
        .Cout(carry[5])
    );
    full_adder fa6(
        .A(ones_comp[6]),
        .B(1'b0),          
        .Cin(carry[5]),    
        .Sum(sum[6]),
        .Cout(carry[6])
    );
    full_adder fa7(
        .A(ones_comp[7]),
        .B(1'b0),          
        .Cin(carry[6]),    
        .Sum(sum[7]),
        .Cout(carry[7])
    );
    assign Output = sum;
endmodule
```

==> results_slide.txt <==
Synthesis and Place & Route Summary

Outcome
  • Outcome: finished, final reports clean

Min path
  • Hold endpoint: Output[0]
  • Hold depth: 2
  • Hold_sp: Input[0]
  • Worst hold path class: in2out

GRT
  • Total grt overflow: 0
  • Met2 GRT Util: 1.52%
  • Largest net degree at the start of global routing: 3
  • Met3 usage: 1.25%
  • M1 GR Usage: between 1.5 and 2%
  • Initial antenna violation count: 0
  • Vias in the first global route: about 150
  • First-pass GRT wire length: approximately 680 µm
  • GRT Resource Usage Total: under 10%
  • Grt peak-use layer: met1

Power
  • Peak VDD IR: around 0.000034 V
  • Clock Power Share: 0%
  • Leak pwr: 0.158 nW
  • Internal power: roughly 0.03 mW
  • PD cells: 112 nW/µm²
  • Sw power: 0.0120 mW
  • Comb pwr share: 100.0%
  • Sw Ratio: 28.7%
  • Seq pwr share: 0%

Logic synthesis
  • Most instantiated cells after synthesis: 8 x buf_4, 7 x inv_1, 6 x ha_1, 1 x xnor2_1
  • Chip Area, Yosys: about 170 µm²
  • Mapped Cells: 22
  • Syn_area_per_cell: a little under 8 µm²
  • Area leader share: 44.1%
  • Post-synth area hogs: ha_1 44%, buf_4 35%, inv_1 15%
  • Cell Area, Synth: between 150 and 200 µm²
  • Ys cells: 22
  • Synth area leader: ha_1
  • Post-synthesis sequential area ratio: 0%
  • Yosys cell types: 4
  • Most frequent cell after synthesis: buf_4
  • Yosys warnings: 0

Placed design
  • Pre-CTS setup slack: -867 ps
  • Cell Area, Placed: about 330 µm²
  • DP Wirelength: around 400 µm
  • Routability cong.: slightly below 0.8
  • Port buffer count: 16

Final timing
  • Final worst slack: ~74 ps
  • Pin slew with the least headroom to its limit: around 110 ps
  • Slew HR: 92.5%
  • Max frequency: around 430 MHz
  • Max Slew Vio Count: 0
  • Final Hold Vio Count: 0
  • Final setup vio count: 0
  • RSZ-0062 raised after global routing: false
  • Period utilization: a little over nine tenths
  • Fin crit period: about 2300 ps

Layout
  • FF+latch area: 0 µm²
  • CLK BUF: 0
  • Layout area overhead: 119%
  • Fill count: around 400
  • Seq_cells: 0
  • Design Area, Final: about 370 µm²
  • Layout cell share with drive strength beyond 1: between 30% and 40%

Floorplanning
  • Chip area: about 6400 µm²
  • Ports: 16
  • Core area: approximately 3400 µm²
  • Initial Util: around 5.0%
  • Die extent in y: about 80 µm
  • Row cnt: 21
  • Die width: 80 µm

Routing
  • Final ANT Viol Nets: 0
  • DR iter-0 viols: 0
  • Via/cell ratio: just under 2
  • WL final: 490 µm
  • DR vias: ~150
  • DR DRC count: 0
  • First-pass DRT Iterations: 1
  • Routed len/inst: ~6.4 µm
  • # diodes: 0

Job
  • Max Cap Violations: 0
  • Log Warnings: 32

Critical path
  • CP max FO: 1
  • CP Data Required Time: approximately 1900 ps
  • CP Launch Type: input port
  • Crit path kind: in2out
  • Worst path arrival time: around 1900 ps
  • Crit end category: output port

CTS
  • CTS Hold Bufs: 0
  • Post-CTS Setup Inserts: 0
-- area by class of cell --
class / instances / area, µm² / area share (%)
tap: 46 / 57.6 / 15.4
multi-input combinational: 7 / 149 / 39.9
timing repair buffer: 16 / 140 / 37.6
inverter: 7 / 26.3 / 7.05
-- worst max-delay path, stage by stage --
cell	delay (ps)
clkdlybuf4s50_1	450
inv_1	60
ha_4	170
ha_4	150
ha_4	150
ha_4	150
xnor2_1	120
buf_2	110
-- worst max path at each step --
| stage | endpoint | slack [ps] | cells after the start | startpoint |
|---|---|---|---|---|
| 6_report | Output[7] | 70 | 8 | Input[3] |
| 5_1_grt | Output[7] | 20 | 8 | Input[3] |
| 4_1_cts | Output[7] | 20 | 10 | Input[1] |
-- timing repair --
action                                  CTS  global route
pin swaps                                 7             6
endpoints found under the setup margin    6             2
gates resized                            25             2
-- metrics by stage --
stage	util, %	hold WS [ps]	TNS, ps	cells	total power, mW
floorplan	-	1030	0	22	0.0193
global placement	9.60	1820	-2870	76	0.0406
detailed placement	9.60	1830	-2960	76	0.0405
CTS	11.0	1480	0	76	0.0436
global route	10.9	1490	0	76	0.0488
finish	10.9	1460	0	76	0.0419
-- cells in the final DEF, fill, tap and decap left out --
cell type,n
inv_2,1
clkbuf_2,1
dlygate4sd2_1,2
ha_2,1
inv_1,6
buf_2,3
xnor2_1,1
dlymetal6s2s_1,1
ha_4,5
clkdlybuf4s50_1,9
-- routing by layer --
layer  wire, µm  share of wire, %
met4          0                 0
met1        243                50
met2        139                28
met5          0                 0
met3        107                22
-- kinds of logic after synthesis --
logic type,count (synthesis),synth area share (%)
fa+ha+maj,6,44.1
xor+xnor,1,5.15
buf+inv,15,50.7
-- power groups by stage --
stage | combinational, mW | clock, mW | sequential, mW
4_1_cts | 0.0436 | 0 | 0
5_1_grt | 0.0488 | 0 | 0
6_report | 0.0419 | 0 | 0
No activity file was given, so power comes from the tool's default toggle rates.
