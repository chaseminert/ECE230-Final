==> flow/design.v <==
module clock_div
#(
    parameter BIT_COUNT = 17
)
(
    input clock,
    input reset,
    output reg div_clock
);
    reg intreset;
    wire [16:0] intcount;
    counter #(.WIDTH(BIT_COUNT)) count(
        .clock(clock),
        .reset(intreset),
        .count(intcount)
    );
    always @(reset, intcount) begin
        if (reset) begin
            intreset = 1;
            div_clock = 0;
        end else if (intcount == 100000) begin
            intreset = 1;
            div_clock = ~div_clock;
        end else begin
            intreset = 0;
        end
    end
endmodule
module counter
#(
    parameter WIDTH = 8
)
(
    input clock,
    input reset,
    output reg [WIDTH-1:0] count 
);
    always @(posedge clock or posedge reset) begin
        if (reset) begin
            count <= 'b0;
        end else begin
            count <= count + 1;
        end
    end
endmodule
==> flow/run.sh <==
#!/bin/bash
# OpenROAD 26Q1-2900-gdf79404cd8, Yosys 0.63+post, stock flow scripts
make -C /OpenROAD-flow-scripts/flow DESIGN_CONFIG=/design/flow/config.mk WORK_HOME=/design/flow/orfs finish
==> flow/config.mk <==
export PLATFORM = sky130hd
export DESIGN_NAME = clock_div
export DESIGN_NICKNAME = clock_div
export VERILOG_FILES = /design/flow/design.v
export SDC_FILE = /design/flow/constraint.sdc
export NUM_CORES = 4
export LEC_CHECK = 1
export CORE_AREA = 10 10 100 100
export DIE_AREA = 0 0 110 110
==> flow/constraint.sdc <==
current_design clock_div

set clk_period 1.1
set clk_io_pct 0.2

create_clock -name clk0 -period $clk_period [get_ports {clock}]

set non_clock_inputs [all_inputs -no_clocks]
set_input_delay [expr $clk_period * $clk_io_pct] -clock clk0 $non_clock_inputs
set_output_delay [expr $clk_period * $clk_io_pct] -clock clk0 [all_outputs]
==> flow_summary.ini <==
; flow metrics
[status]
status = complete, but fails checks
violations = negative setup slack

[global_route]
grt_pass1_wl_microns = 3260
grt_max_degree = 11
grt_pass1_vias = 677
antenna_found_initial = 0
grt_remaining_overflow = 0
track_usage = 0.0339

[clocking]
clkSlewWorstSetupHoldPaths_ns = 0.06
numCtsBuffers = 3
cts_htree_levels = 1
tritoncts = built
worstSkewPairLatency_ns = 0.25
cts-root-buf = clkbuf_8
clockBufferDepth = 2

[drt]
wl_met2_microns = 836
diodes = 0
wire_per_inst_microns = 9.33
wl_microns = 1920
drtIter0Drc = 31
detail-route-antenna-nets = 0
num_vias = 647
first_pass_iters = 3
top_layer_used = met4
routed-wl-met3_microns = 94
drc = 0
wl_met1_microns = 977
viasPerCell = 3.14

[critical_path]
worstSetupStartpoint = count.count[0]
worstRegToRegCells = 4
criticalPathCategory = reg2reg
endpoint = count.count[15]
ff2ff_setup_slack_ns = -0.11
r2r-start = count.count[0]
cp-end-kind = flop
reg2reg_to = count.count[15]
path_max_fanout = 6
worst_setup_path_start_kind = flop
cp.required_ns = 1.27
arrival_ns = 1.38

[sta]
fmax_mhz = 824
finalCriticalPeriod_ns = 1.21
rsz0062_at_grt = yes
skew_ns = 0.00785
finalMaxSlewViolations = 0
finalCritPeriodShare = 1.10
unclocked_pins = 1
untimed_endpoints = 2
fin_ws_ns = -0.113
finalSetupViolCount = 15
worstMarginPinSlew_ns = 0.707
relSlewSlack = 0.522
hold_viol = 0

[logic_synthesis]
ys_warn_count = 4
synth_top_area_share = 0.510
syn_area_sq_um = 835
yosys.cell_types.count = 21
synthArstFlopShare = 0.944
ys_seq_elements = 18
largest_area_cell = dfrtp_1
flop_cell = dfrtp_1
top_cells_by_count = 17 x dfrtp_1, 11 x xor2_1, 5 x nand2_1, 5 x nor4_1
synth-edff-count = 0
synth_chip_area_sq_um = 835
avgSynthCellArea_sq_um = 11.3
most_common_cell = dfrtp_1
synthCells = 74
topCellsByArea = dfrtp_1 51%, xor2_1 12%, xnor2_1 4.2%
ys_cells = 74

[floorplan]
fp.dieH_microns = 110
core-area_sq_mm = 0.00781
row_count = 32
die_x_microns = 110
dieArea_sq_mm = 0.0121
pin_count = 3
initCoreUtil = 0.107

[finish]
comb_area_sq_um = 514
fill_cells = 836
area_delta_synth_final_pct = 71.4
seqCellArea_sq_um = 445
stdcell_count = 206
drive_gt1_frac = 0.519
final_core_util = 0.183

[placement]
post-place-cells = 196
placement.io_buffers = 2
gp_congestion = 0.761
hpwl_microns = 1310

[run]
tool_warnings = 29
maxCapViolCount = 0

[pwr]
leakage_nw = 0.632
p_per_area_mw_per_mm2 = 808
ir_drop_uv = 410

[min_path]
hold_class = reg2reg
-- sequential cells by signal (all words and copies together), names as in the netlist --
signal       count
count.count     17
div_clock        1
-- cells by family after synthesis --
logic type                 after synthesis  share of synthesized area
xor gates and xnor gates                15                      0.157
latches                                  1                     0.0180
adders and majority gates                2                     0.0300
AOI/OAI and AO/OA                        2                     0.0150
and+or+nand+nor                         32                      0.246
DFF                                     17                      0.510
buffers and inverters                    5                     0.0240
-- critical path, cell delays in order (launching register included) --
cell	delay [ns]
dfrtp_1	0.37
buf_6	0.12
nand3_4	0.14
nor4_2	0.33
xor2_1	0.18
-- stage by stage --
stage / total power (W) / TNS [ns] / hold slack, ns / setup slack [ns] / cell area (sq um)
floorplan: 0.000652 / -1.38 / 0.198 / -0.0736 / 920
global placement: 0.000672 / -0.383 / 0.449 / -0.112 / 1230
detailed placement: 0.000673 / -0.588 / 0.463 / -0.102 / 1230
CTS: 0.00119 / -1.39 / 0.472 / -0.0982 / 1390
global route: 0.00121 / -2.23 / 0.492 / -0.209 / 1430
finish: 0.00116 / -0.811 / 0.468 / -0.113 / 1430
-- final cells by class --
class	count	share of cell area
Timing Repair Buffer	27	0.195
Inverter	4	0.0122
Clock buffer	3	0.0289
Sequential cell	18	0.311
Clock inverter	1	0.00350
Multi-Input combinational cell	51	0.360
Tap cell	102	0.0892
-- where the power goes --
part	switching, W	internal [W]
Sequential	0.000000381	0.000627
Combinational	0.0000236	0.0000311
Clock	0.000222	0.000251
Total	0.000246	0.000910
-- how the worst min path moves through the flow --
stage                      startpoint              end  depth (start not counted)
after CTS             count.count[16]  count.count[16]                          1
after global routing            reset   count.count[3]                          3
final                 count.count[16]  count.count[16]                          1
-- per-layer routing --
layer	GRT usage	vias to the layer above
met1	0.0487	315
li1	-	322
met5	0	-
met2	0.0495	8
met4	0.00186	0
met3	0.0129	2
-- timing repair --
action | CTS | global route
gates cloned | 2 | 0
buffers inserted | 5 | 0
hold buffers | 0 | 0
endpoints found under the hold margin | 0 | 0
gates resized | 13 | 13
pin swaps | 0 | 4
setup endpoints to repair | 25 | 28
-- cell usage in the layout (no fill, tap or decap), types with 3 or more instances in the layout --
master	synthesis	layout
buf_6	0	7
nor4_2	1	4
buf_4	0	15
xor2_1	11	11
clkbuf_8	0	3
dfrtp_1	17	13
dfrtp_2	0	4
nand4_1	3	3
nand3_1	4	3
nand2_1	5	5
xnor2_1	4	4
nand3_4	1	3
Power figures rest on the tool's default switching activity, not on a simulated workload.
